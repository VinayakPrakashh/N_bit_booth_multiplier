--- flow/config.mk ---
export PLATFORM = sky130hd
export DESIGN_NAME = top
export DESIGN_NICKNAME = top
export VERILOG_FILES = /design/flow/design.v
export SDC_FILE = /design/flow/constraint.sdc
export NUM_CORES = 4
export LEC_CHECK = 1
export CORE_UTILIZATION = 30
--- flow/constraint.sdc ---
current_design top

set clk_period 3.0
set clk_io_pct 0.2

create_clock -name clk0 -period $clk_period [get_ports {clk}]

set non_clock_inputs [all_inputs -no_clocks]
set_input_delay [expr $clk_period * $clk_io_pct] -clock clk0 $non_clock_inputs
set_output_delay [expr $clk_period * $clk_io_pct] -clock clk0 [all_outputs]
--- flow/design.v ---
module alu #(parameter N = 4) (
    input [N-1:0] a, b,
    input sel,
    output reg [N-1:0] y
);
    always @(*) begin
        if(sel) begin
            y = a - b;
        end
        else begin
            y = a + b;
        end
    end
endmodule
module controller (
    input clk, q0, q1, eqz, start,
    output reg ldA, clrA, sftA,
    output reg ldQ, clrQ, sftQ,
    output reg ldM, clrff,
    output reg add_sub,
    output reg ldC,
    output reg dec,
    output reg enf,
    output reg done
);
parameter S0 =3'b000, S1 =3'b001, S2 =3'b010, S3 =3'b011, S4 =3'b100, S5 =3'b101, S6 =3'b110;
reg [2:0] state;
always @(posedge clk) begin
    case (state)
        S0: if (start) state<=S1;
        S1: state <= S2;
        S2: begin
            if ({q1,q0}==2'b01) state<=S3;
            else if ({q1,q0}==2'b10) state<=S4;
            else state<=S5;
        end
        S3: state<=S5;
        S4: state<=S5;
        S5: begin 
            if (!eqz) state <= S2;
            else state<=S6;
        end
        S6: state<=S0;
        default: state<= S0;
    endcase
end
always @(*) begin
    case (state)
        S0: begin   
            ldA=0;clrA=0;sftA=0;ldQ=0;clrQ=0;sftQ=0;ldM=0;clrff=0;add_sub=0;ldC=0;dec=0;done=0;enf=0;
        end
        S1: begin
            clrA=1;clrff=1;ldC=1;ldM=1;ldQ=1;sftA=0;sftQ=0;add_sub=0;dec=0;enf=0;
        end
        S2: begin
            clrA=0;clrff=0;ldC=0;ldQ=0;ldM=0;sftA=0;sftQ=0;add_sub=0;dec=0;enf=0;
        end
        S3: begin
            ldA=1;add_sub=0;sftA=0;sftQ=0;dec=0;enf=0;
        end
        S4: begin
            ldA=1;add_sub=1;sftA=0;sftQ=0;dec=0;enf=0;
        end
        S5: begin
            sftA=1;sftQ=1;dec=1;enf=1;ldA=0;ldQ=0;
        end
        S6: begin
            done=1;ldA=0;clrA=0;sftA=0;ldQ=0;clrQ=0;sftQ=0;ldM=0;clrff=0;add_sub=0;ldC=0;dec=0;enf=0;
        end
    endcase
end
endmodule
module counter #(parameter N = 4) (
    input clk, ld, dec,
    output reg [N-1:0] data_out
);
    always @(posedge clk) begin
        if(ld) data_out <= N-1;
        else if(dec) data_out <= data_out - 1;
    end
endmodule
module datapath #(parameter N = 4) (
    input clk,
    input [N-1:0] a,
    input [N-1:0] b,
    input sftA, clrA, ldA,
    input sftQ, clrQ, ldQ,
    input ldM, clrff,
    input add_sub,
    input ldC, dec, enf,
    output q0, q1,
    output eqz,
    output [2*N-1:0] data_out
);
wire [N-1:0] M, Q, A;  
wire [N-1:0] alu_out;  
wire [N-1:0] counter;  
pipo #(N) M_reg(clk, ldM, a,M );  
shiftreg #(N) Q_reg(clk, sftQ, clrQ, ldQ, A[0], b, Q );  
shiftreg #(N) A_reg(clk, sftA, clrA, ldA, A[N-1], alu_out, A );  
alu #(N) ALU(A, M, add_sub, alu_out);  
dff q0_ff(clk, clrff, enf, Q[0], q0);  
counter #(N) count(clk, ldC, dec, counter);  
assign eqz = (counter == 0) ? 1 : 0;  
assign data_out = {A, Q};  
assign q1 = Q[0];  
endmodule
module dff (
    input clk,clr,en,
    input d,
    output reg q
);
    always @(posedge clk) begin
        if(clr) q <= 0;
        else if(en)
            q <= d;
    end
endmodule
module pipo #(parameter N = 4) (
    input clk, ld,
    input [N-1:0] data_in,
    output reg [N-1:0] data_out
);
    always @(posedge clk) begin
        if(ld) begin
            data_out <= data_in;
        end
    end
endmodule 
module shiftreg #(parameter N = 4) (
    input clk, sft, clr, ld, s_in,
    input [N-1:0] data_in,
    output reg [N-1:0] data_out
);
always @(posedge clk) begin
    if(clr) begin
        data_out <= {N{1'b0}};
    end
    else if(ld) begin
        data_out <= data_in;
    end
    else if(sft) begin
        data_out <= {s_in, data_out[N-1:1]};
    end
end
endmodule
module top #(
    parameter N = 4
) (
    input clk, start,
    input [N-1:0] a, b,
    output [2*N-1:0] data_out,
    output done
);
datapath #(N) dp (
    .clk(clk),
    .a(a),
    .b(b),
    .sftA(sftA),
    .clrA(clrA),
    .ldA(ldA),
    .sftQ(sftQ),
    .clrQ(clrQ),
    .ldQ(ldQ),
    .ldM(ldM),
    .clrff(clrff),
    .add_sub(add_sub),
    .ldC(ldC),
    .dec(dec),
    .enf(enf),
    .q0(q0),
    .q1(q1),
    .eqz(eqz),
    .data_out(data_out)
);
controller c (
    .clk(clk),
    .q0(q0),
    .q1(q1),
    .eqz(eqz),
    .start(start),
    .ldA(ldA),
    .clrA(clrA),
    .sftA(sftA),
    .ldQ(ldQ),
    .clrQ(clrQ),
    .sftQ(sftQ),
    .ldM(ldM),
    .clrff(clrff),
    .add_sub(add_sub),
    .ldC(ldC),
    .dec(dec),
    .enf(enf),
    .done(done)
);
endmodule
--- flow/run.sh ---
#!/bin/bash
# OpenROAD 26Q1-2900-gdf79404cd8, Yosys 0.63+post, stock flow scripts
make -C /OpenROAD-flow-scripts/flow DESIGN_CONFIG=/design/flow/config.mk WORK_HOME=/design/flow/orfs finish
==> results.yml <==
# synthesis and place-and-route metrics
status:
  outcome: "finished, final reports clean"
place:
  dp_hpwl_mm: 1.620
  io_buffer_count: 18
  post-place-ws_ns: 0.8535
  gp_congestion: 0.8636
clocking:
  cts_setup_buffers: 0
  cts_tree: "done"
  cts_resized: 0
  htreeDepth: 1
  clock_tree.buffer_depth: 2
  cts_root_buf: "clkbuf_8"
  path_clk_slew_ns: 0.07
  cts_hold_buf: 0
  clock_latency_ns: 0.25
  numCtsBuffers: 3
sta:
  untimed_endpoints: 15
  finalSetupViolCount: 0
  fin_skew_ns: 0.0005550
  setup_ws_ns: 0.8683
  finalSetupTns_ns: 0
  rsz0062_at_grt: "no"
  unclocked_pins: 6
  final-hold-violation-count: 0
  holdWs_ns: 0.5240
  slew_headroom_pct: 65.27
  max_freq_mhz: 469.1
  worstMarginPinSlew_ns: 0.5206
  period_used_pct: 71.06
  final.min_clock_period_ns: 2.132
  slew_violations: 0
run:
  max_cap_viol_count: 0
  warning_count: 29
die:
  initCoreUtil_pct: 31.69
  core-area_sq_um: 4086
  die_y_um: 67.70
  rows: 23
  die-area_sq_um: 4583
  io_pins: 19
  dieWidth_um: 67.70
synthesis:
  top_cell_area_share_pct: 25.51
  async_flop_share_pct: 0
  flop_cell: "edfxtp_1"
  syn_area_sq_um: 1295
  yosysWarnings: 21
  synth.avg_cell_area_sq_um: 10.61
  top_area_cell: "edfxtp_1"
  yosysCellCount: 122
  topCellsByArea: "edfxtp_1, dfxtp_1, ha_1"
  yosys_area_sq_um: 1295
  synth_flops: 26
  yosysUniqueCellTypes: 33
  synthCells: 122
  edf_count: 11
critical_path:
  critical_path.cell_chain: "inv_1 -> ha_1 -> mux2_2 -> inv_1 -> ha_1 -> nand3b_1 -> a21boi_0 -> mux2_4 -> mux2_4"
  ff2ff_setup_slack_ns: 0.87
  path_max_fanout: 4
  worstPathRequired_ns: 3.15
  start_kind: "flop"
  cpMaxStageDelayCell: "edfxtp_1"
  crit_path_max_incr_delay_ns: 0.40
  cp.arrival_ns: 2.28
  endpoint_kind: "flop"
  path_buffers: 2
  path_class: "flop to flop"
  cp_top_family: "multiplexers"
cells_and_area:
  drive_gt1_share_pct: 11.59
  syn_to_final_growth_pct: 20.39
  fin_util_pct: 38.15
  n_fill_cell: 409
detailed_routing:
  first_iter_violations: 19
  vias_per_cell: 4.457
  wl_mm: 2.117
  final_antenna_net_count: 0
  vias: 838
  wl_per_cell_um: 11.26
  drc: 0
  dr.pass1.iters: 4
  diodes: 0
global_routing:
  grt_usage_pct: 10.18
  overflow: 0
  antenna_found_initial: 0
  grt_pass1_vias: 751
  grt_pass1_wl_mm: 3.401
  grt_max_degree: 15
power:
  power_leakage_uw: 0.0006326
  power_per_cell_area_nw_per_um2: 950.1
  ir_drop_uv: 727.3
hold_path:
  hold_path.class: "flop to flop"
## report_power, final
group / internal [uW] / leakage (uW) / switching (uW)
combinational: 370 / 0.000375 / 255
sequential: 504 / 0.000229 / 147
clock: 117 / 0.0000288 / 87.9
total: 991 / 0.000633 / 490
## synth_stat cells (2+ instances only)
library cell and instances:
mux2_2 5, ha_1 10, xor2_1 2, o21ai_0 3, buf_4 3, dlxtn_1 6, a21oi_1 3, nand2b_1 6
and2_1 3, o21bai_1 2, inv_1 9, clkbuf_1 3, nand2_1 5, xnor2_1 3, or2_2 3, a211oi_1 6
nor4_1 2, nor2b_1 5, nor2_1 10, dfxtp_1 9, mux2_4 2, edfxtp_1 11
## cell families (layout without fill, tap and decap cells)
logic type                 after synthesis  in the layout  synth area share, %
buffers and inverters                   15             31                5.217
AOI/OAI and AO/OA                       18             18                9.661
muxes                                    8              8                7.439
xor gates and xnor gates                 5              5                3.382
DFF                                     20             20                39.42
and+or+nand+nor                         39             39                16.72
adders and majority gates               11             11                11.21
latches                                  6              6                6.957
## layer usage
| metal | vias to the layer above | global-route usage (%) | routed length, um |
|---|---|---|---|
| li1 | 455 | - | - |
| met1 | 375 | 17.25 | 1188 |
| met2 | 8 | 13.74 | 866 |
| met3 | 0 | 2.740 | 62 |
| met4 | 0 | 0.5319 | 0 |
| met5 | - | 0 | 0 |
## tightest hold or removal path, stage by stage (launching register included)
cell,delay (ns)
dfxtp_1,0.34
mux2i_1,0.07
nor2_1,0.08
## stage by stage
step / std cells / power [uW] / instance area (sq um)
6_report: 188 / 1481 / 1559
4_1_cts: 188 / 1498 / 1559
3_3_place_gp: 184 / 1271 / 1504
3_5_place_dp: 184 / 1280 / 1504
2_1_floorplan: 122 / 1077 / 1295
5_1_grt: 188 / 1613 / 1559
## cell usage in the layout, fill, tap and decap left out, drive strengths merged
cell type / netlist / final
o211ai: 1 / 1
ha: 10 / 10
xnor2: 3 / 3
or2: 3 / 3
nor2: 10 / 10
or4b: 1 / 1
nor4: 2 / 2
o21ai: 3 / 3
clkbuf: 3 / 4
nor4b: 1 / 1
a211oi: 6 / 6
nand2: 5 / 5
a31oi: 1 / 1
a21boi: 1 / 1
edfxtp: 11 / 11
mux2i: 1 / 1
o41ai: 1 / 1
dlxtn: 6 / 6
and3: 1 / 1
mux2: 7 / 7
nand2b: 6 / 6
a21oi: 3 / 3
nand3b: 1 / 1
nor2b: 5 / 5
and2: 3 / 3
dfxtp: 9 / 9
fa: 1 / 1
nor3: 1 / 1
o21bai: 2 / 2
xor2: 2 / 2
clkdlybuf4s50: 0 / 18
inv: 9 / 9
## state kept, by name (all words and copies together) (netlist names)
register           count
dp.A_reg.data_out      4
dp.M_reg.data_out      4
dp.Q_reg.data_out      4
dp.count.data_out      4
c.state                3
c.add_sub              1
c.clrff                1
c.dec                  1
c.done                 1
c.ldA                  1
c.ldQ                  1
dp.q0_ff.q             1
## final timing paths
| path | start | to | depth (start not counted) |
|---|---|---|---|
| hold reg to reg | dp.q0_ff.q | dp.q0_ff.q | 2 |
| setup reg to reg | dp.M_reg.data_out[0] | dp.A_reg.data_out[3] | 9 |
| setup / recovery | dp.M_reg.data_out[0] | dp.A_reg.data_out[3] | 9 |
| hold / removal | dp.q0_ff.q | dp.q0_ff.q | 2 |
## cell type report
type	count	area (sq um)	area share, %
Multi-Input combinational cell	81	626.9	40.21
Timing Repair Buffer	18	180.2	11.56
Tap cell	50	62.56	4.013
Sequential cell	26	600.6	38.52
Clock buffer	4	55.05	3.531
Inverter	9	33.78	2.167
Power is estimated from default activity; no workload was simulated.
